--- flow/config.mk ---
export PLATFORM = sky130hd
export DESIGN_NAME = clock_divider_top
export DESIGN_NICKNAME = clock_divider_top
export VERILOG_FILES = /design/flow/design.v
export SDC_FILE = /design/flow/constraint.sdc
export NUM_CORES = 4
export LEC_CHECK = 1
export CORE_AREA = 10 10 88 88
export DIE_AREA = 0 0 98 98
--- flow/constraint.sdc ---
current_design clock_divider_top

set clk_period 3.2
set clk_io_pct 0.2

create_clock -name clk0 -period $clk_period [get_ports {clk}]

set non_clock_inputs [all_inputs -no_clocks]
set_input_delay [expr $clk_period * $clk_io_pct] -clock clk0 $non_clock_inputs
set_output_delay [expr $clk_period * $clk_io_pct] -clock clk0 [all_outputs]
--- flow/design.v ---
`timescale 1ns / 1ps
module clock_divider(
    input clk,
    output one_second
    );
reg [25:0] counter;
    always @(posedge clk)
            counter <= counter + 4;
    assign one_second = counter[25];
endmodule
`timescale 1ns / 1ps
module clock_divider_top(
    input clk,
    output [0:0] ld
    );
    clock_divider count(.clk(clk), .one_second(ld[0]));
endmodule
--- flow/run.sh ---
#!/bin/bash
# OpenROAD 26Q1-2900-gdf79404cd8, Yosys 0.63+post, stock flow scripts
make -C /OpenROAD-flow-scripts/flow DESIGN_CONFIG=/design/flow/config.mk WORK_HOME=/design/flow/orfs finish
==> run notes <==
Purpose: to document the outcome of synthesis and place and route.

Outcome
The run finished with clean final reports.

Synthesis
Yosys shows that the main logic family after synthesis is simple AND/OR/NAND/NOR gates. The Yosys warning count is 1. After technology mapping, the gate count stands at 86. The yosys synthesis chip area is 949.7 um^2.

The parity-gate share of the synthesized area counting xor and xnor cells is 20.29%. The gate-level netlist out of Yosys references 16 unique cell types. The synthesized area divided by synthesized cell count is 11.04 um^2. The mapped netlist covers 949.7 um^2.

After synthesis, flip-flops and latches occupy 50.59% of the total area. The synthesized-area fraction occupied by ao, oa, aoi and oai cells is 0%. The basic-gate share of the synthesized area counting and, or, nand and nor cells is 27.01%. The fraction of synthesized area in multiplexers is 0%.

The count of instantiated cells in the yosys netlist is 86. The adder and majority gate portion of the synthesized area is 1.318%. Synthesis inferred 24 register bits.

Routing
The number of diodes is 0. The average routed wire per standard cell is 7.788 um. After detailed routing, the number of remaining DRC violations is 0. The violation count after the first detailed-routing iteration is 24. The average vias per placed instance is 3.394. The detail route stage leaves a number of antenna-violating nets equal to 0. Detailed routing inserted a total of 560 vias. The final wirelength is 1285 um. The length of the first detailed-routing pass in iterations is 2.

Worst setup path
At the worst endpoint, the required time is 2560 ps. The critical path is of the reg2out type. The slowest stage cell on the critical path is sky130_fd_sc_hd__clkdlybuf4s50_1. The dominant delay contributor by cell family on the critical path is buffers and inverters. The endpoint of the worst register-to-register path is count.counter[24]. The maximum fanout along the worst path is 2.

The instance count on the critical path is 1. The register-to-register path setup slack is 1710 ps. The largest single stage delay on the critical path is 460 ps. The signal on the critical path passes through clkdlybuf4s50_1. STA classifies the critical path startpoint as a flip-flop. Per the post-run analysis, buffers plus inverters along the critical path come to 1.

The worst reg-to-reg path cell count is 5. The arrival time at the worst endpoint is 1060 ps. STA classifies the critical path endpoint as a primary output. Per the timing report, the most critical flop-to-flop path originates at count.counter[2].

STA
For the pin with the worst max-slew slack, the measured transition is 428.7 ps. Hold-check failures listed in the final report amount to 0. The flow reports an fmax of 587.1 MHz. The tightest slew margin relative to the limit is 71.31%.

The worst-case clock skew is 2.957 ps. Setup repair after global routing left no endpoint under its margin. The setup total negative slack is 0 ps.

The number of endpoints failing setup at the final stage is 0. OpenROAD reports that the post-layout worst path occupies 53.23% of the period. The total count of max-transition violations in the final report is 0. The worst hold-check slack is 412.3 ps. Counting I/O delays and the setup requirement, the final critical path takes 1703 ps.

Clock network
The maximum buffer depth of the clock tree is 2. The total setup buffers inserted after CTS is 0. The CTS report gives the tree buffer count as 3.

As reported, the later end of the worst-skew pair has a clock insertion delay of 260 ps. Hold repair after CTS inserted 0 buffers. The H-tree depth reported by CTS is 1. The CTS root buffer is sky130_fd_sc_hd__clkbuf_8.

TritonCTS built the clock tree. The post-cts repair resize count is 0. The clock transition at the registers of the reported paths is 80 ps. The CTS log lists the clock sinks for this run as 24.

Hold path
The path category of the worst min-delay check is reg2reg. The source of the worst hold timing path is count.counter[2]. The number of instances on the worst hold path is 1. The endpoint of the worst hold path is reported as count.counter[2].

Placement
According to the dpl log, the detail-placed design has an HPWL of 948.8 um. The count of port buffers added during placement is 1. At the end of routability-driven placement, the weighted congestion stood at 0.7650.

Global routing
The total grt overflow is 0. The fraction of met2 tracks used by global routing is 4.061%. The overall routing resource usage is 2.987%. In the global route stage, met1 resource usage came out at 4.335%. The number of global-route vias before repair is 565. Entering global routing, the biggest net connects 13 pins. The wire length of the first global-routing pass is 2525 um. The global-route met3 utilization is 1.494%. The global router reports that the layer with the highest usage is met1. The number of antenna violations at the first check in global routing is 0.

Final layout
The number of flip-flops in the largest register is 24. The largest registers in the layout are count.counter (24). The fraction of final layout cells sized beyond drive strength 1 is 8.889%. The area growth from synthesis to layout is 15.28%. The largest register by flop count is count.counter.

Job
The number of maximum-capacitance constraint violations is 0. The stage-log warning count is 25.

Die
In this run the count of I/O pins placed on the die edge is 2. The number of placement rows is 28. The area of the placeable core is 0.005921 mm^2. The overall chip area is 0.009604 mm^2. The die outline width is 98 um. The overall die height is 98 um. The starting density of the core is 16.04%.

Power
Per the OpenROAD power report, leakage power amounts to 0.3662 nW. In this run the power density over the cells is 426.4 mW/mm^2. The power consumption is 0.0004668 W. The worst ir drop on vdd is 0.0001511 V.
[placed cells by master, fill, tap and decap left out]
master,netlist,layout
sky130_fd_sc_hd__nand2_1,6,6
sky130_fd_sc_hd__and3_1,4,4
sky130_fd_sc_hd__nand3_1,11,11
sky130_fd_sc_hd__xor2_1,6,6
sky130_fd_sc_hd__nand4_1,4,4
sky130_fd_sc_hd__clkdlybuf4s50_1,0,1
sky130_fd_sc_hd__and4_1,2,2
sky130_fd_sc_hd__inv_1,2,2
sky130_fd_sc_hd__nor2_1,4,4
sky130_fd_sc_hd__nor3_1,1,1
sky130_fd_sc_hd__dfxtp_1,24,24
sky130_fd_sc_hd__nor4_4,2,2
sky130_fd_sc_hd__nand4_4,1,1
sky130_fd_sc_hd__ha_1,1,1
sky130_fd_sc_hd__clkbuf_8,0,3
sky130_fd_sc_hd__nor3_2,1,1
sky130_fd_sc_hd__xnor2_1,16,16
sky130_fd_sc_hd__nand3_4,1,1
[worst max path at each step]
stage,startpoint,end,slack [ps]
final,count.counter[25],ld[0],1500
after global routing,count.counter[25],ld[0],1420
after CTS,count.counter[25],ld[0],1470
[per-layer routing]
metal  up-vias  share of wire [%]
li1        309                  -
met1       246                 55
met2         5                 38
met3         0                6.8
met4         0                  0
met5         -                  0
[report_power, final]
| part | leakage (nW) | switching [W] | internal [W] |
|---|---|---|---|
| registers | 0.193 | 0 | 0.000298 |
| logic | 0.151 | 0 | 0 |
| clock network | 0.0216 | 0.0000846 | 0.0000839 |
[layout make-up]
cell class	instances	area, um^2
repair buffers	1	10.01
flip-flops and latches	24	480.5
fillers	644	4826
multi-input cells	60	461.7
inverters	2	7.507
clock buffers	3	41.29
well taps	75	93.84
[through the flow]
stage / instances / utilization, % / worst slack [ps] / cell area (um^2)
floorplan: 86 / - / 1823 / 949.7
global placement: 162 / 17.79 / 1735 / 1054
detailed placement: 162 / 17.79 / 1711 / 1054
CTS: 165 / 18.49 / 1470 / 1095
global route: 165 / 18.49 / 1420 / 1095
finish: 165 / 18.49 / 1497 / 1095
[synth_stat cells]
cell type / instances / share of area [%]
sky130_fd_sc_hd__and3_1: 4 / 2.6
sky130_fd_sc_hd__and4_1: 2 / 1.8
sky130_fd_sc_hd__dfxtp_1: 24 / 51
sky130_fd_sc_hd__ha_1: 1 / 1.3
sky130_fd_sc_hd__inv_1: 2 / 0.79
sky130_fd_sc_hd__nand2_1: 6 / 2.4
sky130_fd_sc_hd__nand3_1: 11 / 5.8
sky130_fd_sc_hd__nand3_4: 1 / 1.8
sky130_fd_sc_hd__nand4_1: 4 / 2.6
sky130_fd_sc_hd__nand4_4: 1 / 2.2
sky130_fd_sc_hd__nor2_1: 4 / 1.6
sky130_fd_sc_hd__nor3_1: 1 / 0.53
sky130_fd_sc_hd__nor3_2: 1 / 1.1
sky130_fd_sc_hd__nor4_4: 2 / 4.5
sky130_fd_sc_hd__xnor2_1: 16 / 15
sky130_fd_sc_hd__xor2_1: 6 / 5.5
[cells by family (layout without fill, tap and decap cells)]
| logic type | count (synthesis) | count (layout) |
|---|---|---|
| flip-flops | 24 | 24 |
| XOR/XNOR | 22 | 22 |
| AND/OR/NAND/NOR | 37 | 37 |
| buffers and inverters | 2 | 6 |
| adder cells (fa/ha/maj) | 1 | 1 |
[worst register-to-register path: stages (launching register included)]
cell,delay (ps)
sky130_fd_sc_hd__dfxtp_1,370
sky130_fd_sc_hd__ha_1,240
sky130_fd_sc_hd__nand4_1,210
sky130_fd_sc_hd__nor4_4,270
sky130_fd_sc_hd__nand4_1,160
sky130_fd_sc_hd__xnor2_1,140
No activity file was given, so power comes from the tool's default toggle rates.
